==> /design/flow/design.v <==
module reg_file	(input 			clk, we,
		 input		[4:0]	reg_a, reg_b, reg_w, 
              	 input		[31:0]	bus_w,
		 output		[31:0]	bus_a, bus_b);
	reg	[31:0]	mem [0:31];	 
	reg	[31:0]	decoder_w, decoder_a, decoder_b;
	wire	[31:1] internal_w;
	integer i;
	always 	@(reg_w) begin
		decoder_w = 0;
		decoder_w [reg_w] = 1;
	end
	assign internal_w = {31{we}} & decoder_w [31:1];
	always @(posedge clk) begin
		for (i = 1; i <= 31; i = i + 1)
			if (internal_w [i])
				mem [i] <= bus_w;
		mem[0] = 32'b0;
	end
	always 	@(reg_a) begin
		decoder_a <= 0;
		decoder_a [reg_a] <= 1;
	end
	assign bus_a[31:0] = (decoder_a[reg_a]) ? mem [reg_a] : 32'bz; 
	always 	@(reg_b) begin
		decoder_b = 0;
		decoder_b [reg_b] = 1;
	end
	assign bus_b[31:0] = (decoder_b[reg_b]) ? mem [reg_b] : 32'bz;
endmodule
==> /design/flow/run.sh <==
#!/bin/bash
# OpenROAD 26Q1-2900-gdf79404cd8, Yosys 0.63+post, stock flow scripts
make -C /OpenROAD-flow-scripts/flow DESIGN_CONFIG=/design/flow/config.mk WORK_HOME=/design/flow/orfs finish
==> /design/flow/config.mk <==
export PLATFORM = sky130hd
export DESIGN_NAME = reg_file
export DESIGN_NICKNAME = reg_file
export VERILOG_FILES = /design/flow/design.v
export SDC_FILE = /design/flow/constraint.sdc
export NUM_CORES = 4
export LEC_CHECK = 1
export CORE_UTILIZATION = 50
==> /design/flow/constraint.sdc <==
current_design reg_file

set clk_period 11.2
set clk_io_pct 0.2

create_clock -name clk0 -period $clk_period [get_ports {clk}]

set non_clock_inputs [all_inputs -no_clocks]
set_input_delay [expr $clk_period * $clk_io_pct] -clock clk0 $non_clock_inputs
set_output_delay [expr $clk_period * $clk_io_pct] -clock clk0 [all_outputs]
==> notes.md <==
impl run done, here's what came out: yosys stat cell total 3046, Hold Slack 2370 ps, largest registers mem (992), crit path to bus_b[31], routed len/inst roughly 46 microns, CTS buffer count between 100 and 150, top cells by area edfxtp_1 69%, a22oi_1 10%, and3_1 4.0%, Sw Share ~23%, Unique masters post-synth 58, Post-CTS Repair Setup Buffers 0, Worst-Margin Slew approximately 1200 ps, MI comb area roughly 13000 sq um, register area 29800 sq um, number of setup violations in the final report 0, mux contribution to synthesized area less than 1%, Hold Fails Final Rpt 0, comb area leader AND-OR/OR-AND gates, Psw about 1900 uW, htree depth 3, via count between 30k and 40k, initial antenna violation count 6, Logic pwr share about 6.8%, post-layout min period roughly 9000 ps, cts hold-fix bufs 0, Post-DP HPWL ~120 mm, max reg flops 992, drt total wl 201 mm, Startpoint Class input port, Sink Count around 1000, core area 85400 sq um, max-cap violations 0, share of post-route cells with drive strength above 1 a little over an eighth, Worst EP required ~9000 ps, Overall Global Routing Usage 50.9%, DRC viols 0, Mapped Area ~43000 sq um, number of enable flip-flop cells between 900 and 1k, height of the die between 200 and 300 microns, Clock power frac about 43%, worst vdd ir between 0.15 and 0.2 mV, FP Rows between 100 and 150, clk slew on worst S/H paths about 70 ps, hold crit path type input port to flip-flop, number of routed nets with antenna violations 0, CP arrival between 6000 and 7000 ps, Cells after Synth slightly above 3k, placed inst area 46400 sq um, Max Clk Rate 110 MHz, global route total overflow 0, drt first pass iters 8, CTS tree done, deepest clock path buffer count 3, Synth-to-Final Area Change 15.3%, Slew Limit Fails 0, yosys xor share less than 1%, Post-synth ARST share 0%, sum of negative setup slack 0 ps, fill count ~6.6k, Die Footprint 87600 sq um, DIE WIDTH slightly below 300 microns, Port-buffer cells between 100 and 150, CP Max Fanout 27, largest register by flop count mem, crit share post-route between 80% and 90%, fp_density between 50% and 60%, flops out of synthesis between 900 and 1k, top post-synthesis cells by count 992 x edfxtp_1, 583 x a22oi_1, 273 x and3_1, Sequential Power Share between 50% and 60%, Pwr Density between 150 and 200 nW/um^2, yosys warning tally 4, Iter 0 DRT Violations roughly 3.8k, Root Buffer clkbuf_16, Internal around 6400 uW, worst setup path startpoint reg_b[3], normalized max-slew margin 21.5%, GPL Wtd Cong between 1 and 1.5, Vias per Instance just under 8, RSZ-0062 raised after global routing false, largest net degree at the start of global routing between 50 and 60, leakage power 0.0167 uW, first-pass GRT wire length 271 mm, fin area between 40000 and 50000 sq um, most instantiated library cell after synthesis edfxtp_1, status finished clean, kind of critical path input port to primary output, Yosys chip area roughly 43000 sq um, aoi share around 15%, register area share after synthesis approximately 69%, Synth area leader edfxtp_1, yosys simple share between 10 and 15%, CTS resizes 0, fa+ha+maj area frac less than 1%, io pins around 110, Main synth FF type edfxtp_1, Log Warnings 27, Top-area cell share 68.9%, Critical Path End Type primary output, Avg Cell Area, Syn about 14 sq um, vias in the first global route ~36k
layout by cell type (no fill, tap or decap), types with 53 or more instances in the layout:
master	Yosys	routed
a2111oi_0	75	75
a22oi_1	583	583
and3_1	273	272
buf_4	0	162
clkbuf_16	0	105
clkdlybuf4s50_1	0	111
edfxtp_1	992	992
nand3_1	270	270
nand4_1	141	141
or4_1	53	53
routing by layer:
metal  global-route usage (%)  part of all wire [%]
met4                     24.0                   6.8
met5                     15.4                  0.75
met3                     50.2                    24
met1                     58.5                    30
met2                     61.4                    39
area by class of cell:
cell class / count / share of cell area, %
Timing Repair Buffer: 274 / 4.68
Antenna cell: 8 / 0.0402
Clock buffer: 115 / 5.35
Multi-Input combinational cell: 1778 / 25.7
Tap cell: 1144 / 2.87
Clock inverter: 71 / 1.54
Sequential cell: 992 / 59.8
Inverter: 7 / 0.0528
kinds of logic after synthesis:
family	Yosys count
AOI/OAI and AO/OA	799
xor gates and xnor gates	5
adders and majority gates	3
buffers and inverters	276
DFF	992
muxes	26
and+or+nand+nor	945
critical path: stages:
cell and delay [ps]:
clkdlybuf4s50_1 830, nor2b_4 870, buf_4 480, and2_2 690
buf_4 560, a22oi_1 180, nand4_1 130, or4_1 250
clkdlybuf4s50_1 510
how the worst min path moves through the flow:
stage / start / endpoint / cells past startpoint
6_report: bus_w[23] / mem[16][23]$_DFFE_PP_ / 2
4_1_cts: bus_w[14] / mem[11][14]$_DFFE_PP_ / 2
5_1_grt: bus_w[14] / mem[11][14]$_DFFE_PP_ / 2
power by group through the flow:
stage	sequential (uW)	combinational (uW)	clock (uW)
6_report	4180	558	3530
5_1_grt	4180	569	3660
4_1_cts	4180	528	3540
metrics by stage:
| stage | util (%) | worst slack (ps) | instances | power (uW) |
|---|---|---|---|---|
| final | 58.3 | 2130 | 4389 | 8270 |
| after global routing | 58.3 | 2220 | 4381 | 8410 |
| after CTS | 58.3 | 2470 | 4381 | 8240 |
| after detailed placement | 54.3 | 2490 | 4195 | 4780 |
| after global placement | 54.3 | 2560 | 4195 | 4780 |
| after floorplan | - | 4950 | 3046 | 4430 |
Power is estimated from default activity; no workload was simulated.
