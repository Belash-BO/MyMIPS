==> ./run.sh <==
#!/bin/bash
# OpenROAD 26Q1-2900-gdf79404cd8, Yosys 0.63+post, stock flow scripts
make -C /OpenROAD-flow-scripts/flow DESIGN_CONFIG=/design/flow/config.mk WORK_HOME=/design/flow/orfs finish
==> ./config.mk <==
export PLATFORM = sky130hd
export DESIGN_NAME = shifter
export DESIGN_NICKNAME = shifter
export VERILOG_FILES = /design/flow/design.v
export SDC_FILE = /design/flow/constraint.sdc
export NUM_CORES = 4
export LEC_CHECK = 1
export CORE_UTILIZATION = 40
==> ./constraint.sdc <==
current_design shifter

set clk_period 14.6
set clk_io_pct 0.2

create_clock -name clk0 -period $clk_period

set non_clock_inputs [all_inputs -no_clocks]
set_input_delay [expr $clk_period * $clk_io_pct] -clock clk0 $non_clock_inputs
set_output_delay [expr $clk_period * $clk_io_pct] -clock clk0 [all_outputs]
==> ./design.v <==
module extender	(input		[31:0]	data,
		 input		[1:0]	shift_op,
		 output reg	[62:0]	ext_data);
	wire [62:0] SLL, SRA, SRL, ROR;
	always @(*) begin
		case (shift_op)
			2'b00: ext_data = SLL;
			2'b01: ext_data = SRA;
			2'b10: ext_data = SRL;
			2'b11: ext_data = ROR;
			default: ext_data =  63'b0;
		endcase
	end
	assign SLL = {data, 31'b0};
	assign SRA = {{31{data[31]}}, data};
	assign SRL = {31'b0, data};
	assign ROR = {data[30:0], data};
endmodule
module shifter	(input		[31:0]	data,
		 input		[1:0]	shift_op,
		 input		[4:0]	shift_amount,
		 output 	[31:0]	result);
		 wire [62:0] ext_data;
		 wire [4:0] sa_sll;
		 wire [46:0] in1;
		 wire [38:0] in2;
		 wire [34:0] in3;
		 wire [32:0] in4;
extender extender_1 (.shift_op(shift_op), .data(data), .ext_data(ext_data));
	assign  sa_sll = {5{(~(shift_op[1] | shift_op[0]))}} ^ shift_amount;
	assign	in1 = sa_sll[4] ? ext_data[62:16] : ext_data[46:0];
	assign	in2 = sa_sll[3] ? in1[46:8] : in1[38:0];
	assign	in3 = sa_sll[2] ? in2[38:4] : in2[34:0];
	assign	in4 = sa_sll[1] ? in3[34:2] : in3[32:0];
	assign	result = sa_sll[0] ? in4[32:1] : in4[31:0];
endmodule					
==> out/metrics.sh <==
OUTCOME='completed'
YOSYS.CELL_TYPES.COUNT=88
CORE_UTIL_FLOORPLAN_PCT=41.79
ANTENNA_FOUND_INITIAL=0
GLOBAL_ROUTE.USAGE.TOTAL_PCT=33.87
SETUP_VIOL_COUNT_FINAL=0
WORST-SETUP-PATH-TYPE='input port to output pin'
DRT.ANTENNA.VIOLATING_NETS=0
DIE-AREA_UM2=10770
CLOCK_BUFFER_COUNT=0
VIAS_PER_CELL=6.961
POST-SYNTH-TOP-AREA-FRACTION_PCT=16.19
CRIT_ARRIVAL_NS=6.44
FINAL-INSTANCE-COUNT-EXCL-FILL=748
CRIT_BUF_INV=3
FINALHOLDWORSTSLACK_NS=7.203
MAXSLEWVIOLCOUNT=0
FINALWEIGHTEDCONGESTION=1.030
YS_AREA_UM2=4141
DETAIL_ROUTE.FIRST_PASS.ITERATIONS=5
FMAX_GHz=0.1068
FINALCOREUTILIZATION_PCT=48.38
POST-ROUTE-DRC-COUNT=0
PERIOD_NEEDED_NS=9.359
MOST_COMMON_CELL='sky130_fd_sc_hd__mux2i_1'
CTS.REPAIR_TIMING.SETUP_BUFFER_COUNT=0
SYNTHESIS_TO_FINISH_AREA_GROWTH_PCT=15.77
CTS-RESIZED-GATES=0
DRIVE_ABOVE_1_SHARE_PCT=10.41
PLACE.DETAILED.HPWL_MM=13.29
FLOORPLAN.DIE.HEIGHT_UM=103.8
REGISTER_AREA_UM2=0
YOSYS_WARNINGS=1
COREAREA_UM2=9910
POWER_PER_CELL_AREA_nW_PER_UM2=51.46
DRT_ITER0_MARKERS=581
REQUIRED_TIME_AT_THE_ENDPOINT_OF_THE_CRITICAL_PATH_NS=11.68
ENDPOINT_KIND='output pin'
ROUTE.MET2.WL_MM=8.073
YOSYS-TOP-CELLS-COUNT='sky130_fd_sc_hd__mux2i_1, sky130_fd_sc_hd__nand2_1, sky130_fd_sc_hd__buf_2'
DPL_WORST_SLACK_NS=5.339
PORTBUFFERS=71
GRT_FIRST_PASS_WIRELENGTH_MM=28.21
LOG.WARNING_COUNT=32
FIN_CRIT_SH_PCT=64.10
WORST_MIN_DELAY_PATH_CATEGORY='input port to output pin'
BIGGEST_AREA_CELLS='sky130_fd_sc_hd__mux2i_1, sky130_fd_sc_hd__buf_2, sky130_fd_sc_hd__nand2_1'
START_KIND='input port'
ROUTE.MET3.WL_MM=1.697
DRT_WL_TOTAL_MM=18.26
FINALSETUPTNS_NS=0
M1WIRELENGTH_MM=7.818
AVGSYNTHCELLAREA_UM2=6.902
ROUTEDWLPERCELL_UM=24.41
CRIT_PATH_TOP_DELAY_CELL='sky130_fd_sc_hd__o32ai_1'
YOSYS-STAT-CELLS=600
POSTCTSHOLDBUFS=0
VIAS_IN_THE_FIRST_GLOBAL_ROUTE=4621
INSERTEDDIODECOUNT=0
PLACE.DETAILED.INSTANCES=748
BIGGEST_AREA_CONSUMER_AMONG_SYNTHESIZED_CELLS='sky130_fd_sc_hd__mux2i_1'
MAX_SLEW_MARGIN_PCT=41.19
SYNTH_CELLS=600
CPMOSTUSEDCELL='sky130_fd_sc_hd__a21oi_1'
PATH_CELLS='buf_2 -> or2_1 -> buf_4 -> a21oi_1 -> o32ai_1 -> nor2_1 -> or4_1 -> a21oi_1 -> clkdlybuf4s50_1'
VIA_COUNT=5207
IOPINCOUNT=71
CRITICAL-PATH-TOP-DELAY-FAMILY='buffers and inverters'
WORST_PIN_SLEW_NS=0.8821
FINALHOLDVIOLATIONS=0
DIE_WIDTH_UM=103.8
NUM_ROWS=36
CRIT_PATH_MAX_FANOUT=32
FF_COUNT=0
TIMING.MAX_CAP.VIOLATIONS=0
WORST_CASE_VDD_IR_DROP_V=0.00003182
STATIC_LEAK_uW=0.001812
MAPPED_AREA_UM2=4141
WORST_SETUP_SLACK_FINAL_NS=5.241
HIGHEST-SIGNAL-LAYER='met4'
GRT_SETUP_UNREPAIRED='false'
CP_SLOWEST_STAGE_DELAY_NS=0.61
SYNTH-SEQ-AREA-SHARE_PCT=0
GR-TOTAL-OVERFLOW=0
GRT_MAX_DEGREE=86
cells by family after synthesis:
| logic type | Yosys count | share of synthesized area [%] |
|---|---|---|
| simple gates | 187 | 22.96 |
| compound gates | 241 | 42.36 |
| buf+inv | 79 | 9.426 |
| xor+xnor | 6 | 1.450 |
| mux | 87 | 23.81 |
metal layers:
metal | global-route usage [%] | up-vias
li1 | - | 2389
met1 | 48.98 | 2488
met2 | 52.16 | 284
met3 | 5.385 | 46
met4 | 9.694 | 0
met5 | 0 | -
per-stage QoR:
stage / area (µm²) / power (µW)
floorplan: 4141 / 142.1
global route: 4795 / 264.0
global placement: 4795 / 243.5
finish: 4795 / 246.7
detailed placement: 4795 / 241.8
CTS: 4795 / 243.1
final cells by class:
class / instances / area, µm²
multi-input combinational: 521 / 3784
fill: 1048 / 5115
tap: 133 / 166.4
timing repair buffer: 89 / 825.8
inverter: 5 / 18.77
worst min-delay path: stages:
cell and delay, ns:
sky130_fd_sc_hd__clkdlybuf4s50_1 0.40, sky130_fd_sc_hd__buf_4 0.23, sky130_fd_sc_hd__a211oi_1 0.25, sky130_fd_sc_hd__a21oi_1 0.07, sky130_fd_sc_hd__clkdlybuf4s50_1 0.41
final timing paths:
path / start / end / cells past startpoint / slack, ns
worst min-delay path: shift_amount[1] / result[0] / 5 / 7.20
worst max-delay path: shift_op[0] / result[6] / 9 / 5.24
placed cells by master (no fill, tap or decap), types with 7 or more instances in the layout:
cell type / netlist / layout
sky130_fd_sc_hd__a221o_1: 7 / 7
sky130_fd_sc_hd__buf_4: 7 / 18
sky130_fd_sc_hd__nor2_1: 39 / 38
sky130_fd_sc_hd__mux2i_1: 67 / 67
sky130_fd_sc_hd__nor2b_1: 7 / 7
sky130_fd_sc_hd__o21ai_0: 28 / 28
sky130_fd_sc_hd__a21o_1: 10 / 10
sky130_fd_sc_hd__o21a_1: 10 / 10
sky130_fd_sc_hd__nand2_1: 54 / 54
sky130_fd_sc_hd__a211oi_1: 17 / 17
sky130_fd_sc_hd__a21oi_1: 39 / 39
sky130_fd_sc_hd__a22oi_1: 7 / 7
sky130_fd_sc_hd__o211ai_1: 9 / 9
sky130_fd_sc_hd__nand2b_1: 9 / 9
sky130_fd_sc_hd__a31oi_1: 9 / 9
sky130_fd_sc_hd__nor3_1: 15 / 15
sky130_fd_sc_hd__o22ai_1: 15 / 15
sky130_fd_sc_hd__mux4_2: 8 / 8
sky130_fd_sc_hd__a221oi_1: 10 / 10
sky130_fd_sc_hd__o2bb2ai_1: 14 / 14
sky130_fd_sc_hd__clkdlybuf4s50_1: 0 / 67
sky130_fd_sc_hd__mux2_2: 11 / 11
sky130_fd_sc_hd__nand3_1: 22 / 22
report_power, final:
part / switching [µW] / internal [µW] / leakage [µW]
registers: 0 / 0 / 0
logic: 131 / 116 / 0.00181
clock network: 0 / 0 / 0
total: 131 / 116 / 0.00181
Power figures rest on the tool's default switching activity, not on a simulated workload.
