$ cat /design/flow/config.mk
export PLATFORM = sky130hd
export DESIGN_NAME = MIPS
export DESIGN_NICKNAME = MIPS
export VERILOG_FILES = /design/flow/design.v
export SDC_FILE = /design/flow/constraint.sdc
export NUM_CORES = 4
export LEC_CHECK = 1
export CORE_UTILIZATION = 50
$ cat /design/flow/constraint.sdc
current_design MIPS

set clk_period 12.8
set clk_io_pct 0.2

create_clock -name clk0 -period $clk_period

set non_clock_inputs [all_inputs -no_clocks]
set_input_delay [expr $clk_period * $clk_io_pct] -clock clk0 $non_clock_inputs
set_output_delay [expr $clk_period * $clk_io_pct] -clock clk0 [all_outputs]
$ cat /design/flow/design.v
`timescale 1ns / 1ps
module Extender	(input		[31:0]	Data,
		 input		[1:0]	SRO,
		 output reg	[62:0]	Result);
	always @(SRO, Data) begin
		case (SRO)
			0: Result = SLL(Data);
			1: Result = SRA(Data);
			2: Result = SRL(Data);
			3: Result = ROR(Data);
			default: Result =  2'b00;
		endcase
	end
	function [62:0] SLL;
		input	[31:0]	Data;
		reg	[62:0]	rsll;
		begin
			rsll[62:31] = Data;
			rsll[30:0] = 31'b0;
			SLL = rsll;	
		end	
	endfunction
	function [62:0] SRA;
		input [31:0] Data; 
		reg [62:0] rsra; 
		begin 	
			rsra[31:0] = Data; 
			rsra[62:32] = {31{Data[31:31]}};	
			SRA = rsra;
		end	
	endfunction
	function [62:0] SRL;
		input	[31:0]	Data;
		reg	[62:0]	rsrl;
		begin
			rsrl[31:0] = Data;
			rsrl[62:32] = 31'b0;
			SRL = rsrl;	
		end	
	endfunction
	function [62:0] ROR;
		input	[31:0]	Data;
		reg	[62:0]	rror;
		begin
			rror[31:0] = Data;
			rror[62:32] = Data[30:0];
			ROR = rror;	
		end	
	endfunction
endmodule
`timescale 1ns / 1ps
module Shifter	(input		[31:0]	Data,
		 input		[1:0]	SRO,
		 input		[4:0]	SA,
		 output reg	[31:0]	Result);
		 wire [62:0] Result1;
		 reg [4:0] SAsll;
		 reg [46:0] in1;
		 reg [38:0] in2;
		 reg [34:0] in3;
		 reg [32:0] in4;
Extender Shifter (.SRO(SRO), .Data(Data), .Result(Result1));
	always @(*) begin
		SAsll = {5{(~(SRO[1:1] | SRO[0:0]))}} ^ SA;
		in1 = SAsll[4] ? Result1[62:16] : Result1[46:0];
		in2 = SAsll[3] ? in1[46:8] : in1[38:0];
		in3 = SAsll[2] ? in2[38:4] : in2[34:0];
		in4 = SAsll[1] ? in3[34:2] : in3[32:0];
		Result = SAsll[0] ? in4[32:1] : in4[31:0];
	end
endmodule					
`timescale 1ns / 1ps
module Adder	(input		[31:0]	A, B,
		 input			AO,
		 output	reg	[31:0] 	Result,
		 output reg		OF);
		 reg [32:0] internal;
	always @(*) begin
		if (AO) internal = A + ~B + AO;
		else	internal = A + B;		
		Result = internal [31:0];
		OF = internal [32];
	end
endmodule		
`timescale 1ns / 1ps
module LogicUnit	(input 		[31:0]	A, B,
			 input 		[1:0]	LO,
			 output reg	[31:0]	Result);
	reg [31:0] AND, OR, XOR, NOR;
	always @(*) begin
		AND <= A & B;
		OR  <= A | B;
		XOR <= A ^ B;
		NOR <= ~(A | B);
		case (LO)
			0: Result = AND;
			1: Result = OR;
			2: Result = NOR;
			3: Result = XOR;
			default: Result = 0;
		endcase
	end
endmodule 		
`timescale 1ns / 1ps
module MIPS	(input		[3:0]	SRO, LO, AS, 
		 input		[3:0]	AO,
		 input		[31:0]	A, B,
		 output reg	[31:0]	Result,
		 output			OF,
		 output reg		ZF);
	wire [31:0]ShifterResult, AdderResult, LogicUnitResult;
	reg [4:0] ShifterB;
Shifter MIPS1 (.Result(ShifterResult), .SA(ShifterB), .SRO(SRO), .Data(A));
Adder MIPS2 (.Result(AdderResult), .OF(OF), .AO(AO), .A(A), .B(B));
LogicUnit MIPS3 (.Result(LogicUnitResult), .LO(LO), .A(A), .B(B));
	always @(*) begin
		ShifterB = B[4:0];
		case (AS) 
			0: Result = ShifterResult;
			1: Result = SLT(AdderResult, OF);
			2: Result = AdderResult;
			3: Result = LogicUnitResult;
			default: Result = 32'b0;
		endcase
		ZF = ~(|Result);
	end		
	function [31:0] SLT;
		input [31:0] AdderResult;
		input OF;
		reg xorOF;
		reg [31:0] rslt;
		begin	
			xorOF =  AdderResult [31:31] ^ OF;
			rslt [0:0] = xorOF;
			rslt [31:1] = 30'b0;	
			SLT = rslt;
		end
	endfunction
endmodule
$ cat /design/flow/run.sh
#!/bin/bash
# OpenROAD 26Q1-2900-gdf79404cd8, Yosys 0.63+post, stock flow scripts
make -C /OpenROAD-flow-scripts/flow DESIGN_CONFIG=/design/flow/config.mk WORK_HOME=/design/flow/orfs finish
==> flow_summary_export.csv <==
group,metric,value,unit
run_status,status,"finished, final reports clean",
die,core_area,19500,um^2
final_layout,regArea,0,um^2
cts,post_cts_buffers,0,
synthesis,avgSynthCellArea,6.55,um^2
sta,finalSetupViolations,0,
setup_path,cp-start-kind,"input port",
cts,holdBufCountCts,0,
setup_path,cp_cell_sequence,"buf_2 -> clkinv_1 -> ha_1 -> nand3_1 -> a21oi_1 -> o21ai_0 -> a2111oi_0 -> o31ai_1 -> o31ai_1 -> xnor2_1 -> a211o_1 -> nor4_1 -> nand4_1 -> nor4b_1 -> and4b_1 -> clkdlybuf4s50_1",
worst_hold_path,hp-class,"in -> out",
die,die_height,143,um
setup_path,crit_path_max_fanout,32,
setup_path,slowest_stage,"clkinv_1",
global_routing,grt_start_max_net_pins,68,
global_routing,globalRouteOverflowTotal,0,
routing,drc_errors,0,
setup_path,crit_path_end_kind,"primary output",
run,warning_count,104,
synthesis,ys_warn_count,8,
placed_design,gp_congestion,1.06,
routing,drt_iter0_drc,1508,
run,cap_violations,0,
synthesis,synth_seq_share,0,%
routing,dr.pass1.iters,5,
sta,slew_headroom,36.8,%
worst_hold_path,holdCritStartpoint,"LO[0]",
routing,routedWlPerCell,25.8,um
synthesis,most_common_cell,"a21oi_1",
power_and_ir_drop,vdd_ir_drop_max,0.0466,mV
placed_design,place_area,10900,um^2
global_routing,grt_antenna_before_repair,1,
final_layout,flops,0,
sta,min_period,11.13,ns
synthesis,synth_cell_type_count,111,
routing,via_count,12483,
setup_path,required,10.24,ns
setup_path,critPathMaxStageDelay,0.82,ns
routing,top_layer,"met4",
sta,hold_slack,6.30,ns
synthesis,yosys.area.top_type,"ha_1",
routing,wl,46200,um
synthesis,syn_inst,1516,
sta,finalHoldViolCount,0,
sta,drv_slew,0,
die,pin_count,114,
synthesis,ys_cells,1516,
final_layout,finalCoreUtilization,55.8,%
final_layout,area_growth,9.23,%
global_routing,grt_pass1_vias,11142,
routing,antenna_left,0,
placed_design,dp_hpwl,35500,um
setup_path,path_class,"in -> out",
sta,tightest_slew,0.940,ns
sta,period_used_share,86.9,%
setup_path,cp_top_family,"buffers and inverters",
final_layout,final_design_area_no_fill,10900,um^2
setup_path,cp_common_cell,"o31ai_1",
setup_path,cp_num_buf_inv,3,
die,floorplan.rows,51,
die,chipArea,20400,um^2
power_and_ir_drop,total_leakage_power,4.39,nW
final_layout,clkbuf_count,0,
synthesis,ys_area,9940,um^2
synthesis,synthesis.area,9940,um^2
sta,max_freq,89.9,MHz
routing,routed_via_density,6.97,
power_and_ir_drop,p_per_area,48.5,nW/um^2
global_routing,grt_usage,45.1,%
synthesis,yosysTopAreaCellShare,12.1,%
placed_design,io_buffers,107,
setup_path,cp.arrival,8.57,ns
cts,post_cts_resized,0,
die,fp_util,51.1,%
final_layout,drive_gt1_share,8.00,%
routing,wirelength_met1,19200,um
setup_path,cp-startpoint,"B[3]",
final_layout,fillers,1956,
synthesis,netlist_top_cells_count,"a21oi_1 (168), nor2_1 (149), nand2_1 (119), inv_1 (100), ha_1 (96)",
routing,wl_met3,5460,um
sta,tns,0,ns
die,die_w,143,um
routing,routed-wl-met2,19200,um
global_routing,grt_pass1_wl,68200,um
synthesis,area_leaders,"ha_1 (12%), a21oi_1 (8.5%), nor2_1 (5.6%)",
sta,rsz0062_at_grt,"no",
routing,diodes,0,
## final cells by class
type	count	area (um^2)	share of cell area (%)
Timing Repair Buffer	138	1280	11.8
Tap cell	265	332	3.06
Inverter	103	387	3.56
Multi-Input combinational cell	1284	8860	81.6
## metal layers
layer / track usage (%) / vias to the layer above
li1: - / 5714
met3: 10.4 / 147
met1: 63.3 / 5772
met5: 0 / -
met4: 18.3 / 0
met2: 66.3 / 850
## placed cells by master (no fill, tap or decap), types with 6 or more instances in the layout
| master | count |
|---|---|
| a21oi_1 | 168 |
| nor2_1 | 149 |
| nand2_1 | 119 |
| clkdlybuf4s50_1 | 101 |
| inv_1 | 100 |
| ha_1 | 96 |
| o21ai_0 | 85 |
| mux2i_1 | 54 |
| mux2_2 | 43 |
| a211oi_1 | 43 |
| nand3_1 | 39 |
| nor3_1 | 37 |
| buf_4 | 32 |
| o22ai_1 | 30 |
| xnor2_1 | 28 |
| a31oi_1 | 27 |
| o211ai_1 | 23 |
| o31ai_1 | 22 |
| o21ai_1 | 17 |
| a21o_1 | 16 |
| nand2b_1 | 16 |
| nor4_1 | 14 |
| a221oi_1 | 13 |
| a22oi_1 | 13 |
| and3_1 | 11 |
| nor2b_1 | 11 |
| o21bai_1 | 10 |
| nand4_1 | 10 |
| o221ai_1 | 8 |
| o32ai_1 | 8 |
| a221o_1 | 7 |
| a2111oi_0 | 7 |
| a311oi_1 | 7 |
| a32oi_1 | 7 |
| o21a_1 | 6 |
| o2111ai_1 | 6 |
## stage by stage
step	worst slack (ns)	total power, mW	std cells
after floorplan	4.22	0.341	1516
after global placement	1.89	0.504	1790
after detailed placement	1.97	0.503	1790
after CTS	1.94	0.506	1790
after global routing	1.64	0.559	1790
final	1.67	0.527	1790
## final timing paths
check / slack (ns) / endpoint / cells after the start
min: 6.30 / Result[3] / 7
max: 1.67 / ZF / 16
## cell families (layout without fill, tap and decap cells)
kind of cell,after synthesis,in the layout,synth area share (%)
AOI/OAI and AO/OA,606,606,41.6
xor gates and xnor gates,30,30,2.64
and+or+nand+nor,448,448,21.3
muxes,102,102,11.1
buffers and inverters,232,241,10.8
adders and majority gates,98,98,12.5
## worst min-delay path, cell delays in order
cell	delay (ns)
buf_4	0.22
nand2_1	0.09
o21ai_0	0.06
o21ai_0	0.14
a21oi_1	0.07
o221ai_1	0.11
clkdlybuf4s50_1	0.48
## power by group
group          internal (mW)  switching, mW
sequential                 0              0
clock                      0              0
combinational          0.193          0.334
Power figures rest on the tool's default switching activity, not on a simulated workload.
